==> flow/design.v <==
`timescale 1ns / 1ps
module nand_flash_memory (
    input wire clk,
    input wire we,   
    input wire re,   
    input wire [7:0] address,
    input wire [7:0] data_in,
    output reg [7:0] data_out
);
    reg [7:0] memory [255:0];
    integer i;
    initial begin
        data_out = 8'b0;
        for (i = 0; i < 256; i = i + 1) begin
            memory[i] = 8'b0;
        end
    end
    always @(posedge clk) begin
        if (we) begin
            memory[address] <= data_in;
        end
    end
    always @(posedge clk) begin
        if (re) begin
            data_out <= memory[address];
        end else begin
            data_out <= 8'b0;
        end
    end
endmodule
==> flow/run.sh <==
#!/bin/bash
# OpenROAD 26Q1-2900-gdf79404cd8, Yosys 0.63+post, stock flow scripts
make -C /OpenROAD-flow-scripts/flow DESIGN_CONFIG=/design/flow/config.mk WORK_HOME=/design/flow/orfs finish
==> flow/config.mk <==
export PLATFORM = sky130hd
export DESIGN_NAME = nand_flash_memory
export DESIGN_NICKNAME = nand_flash_memory
export VERILOG_FILES = /design/flow/design.v
export SDC_FILE = /design/flow/constraint.sdc
export NUM_CORES = 4
export LEC_CHECK = 1
export CORE_UTILIZATION = 50
==> flow/constraint.sdc <==
current_design nand_flash_memory

set clk_period 11.5
set clk_io_pct 0.2

create_clock -name clk0 -period $clk_period [get_ports {clk}]

set non_clock_inputs [all_inputs -no_clocks]
set_input_delay [expr $clk_period * $clk_io_pct] -clock clk0 $non_clock_inputs
set_output_delay [expr $clk_period * $clk_io_pct] -clock clk0 [all_outputs]
==> ci_impl_report.md <==
## PnR job results

| Metric | Value |
|---|---|
| Setup CP Type | input port to flop |
| Number of I/O pins | 27 |
| Top cells excl fill/tap | edfxtp_1, mux4_2, mux2i_1, nor2_1, buf_4 |
| Worst VDD drop | roughly 0.16 mV |
| Largest net degree at the start of global routing | 92 |
| Final setup violation count | 0 |
| Routed WL per cell | 31.2 microns |
| Slew Viols, Final | 0 |
| Slew headroom | 0.348 |
| Deepest clock path buffer count | 3 |
| Routed vias/inst | 6.10 |
| Area delta synth->final | 11.7% |
| Post-CTS Hold Fix Bufs | 0 |
| DR iter-0 viols | 2,532 |
| Reg2Reg Depth | 7 |
| Fmax | 0.160 GHz |
| Total grt overflow | 0 |
| Tcrit/Tclk final | 0.545 |
| Final core occ | 0.565 |
| Startpoint Class | input port |
| Total track usage | 0.281 |
| Post-Synthesis Cells | 3,897 |
| Worst skew pair latency | 0.82 ns |
| Ys flop type | edfxtp_1 |
| Cell Type Count | ~59 |
| Pwr Density | around 170 nW/um^2 |
| TritonRoute pass-1 iters | 7 |
| Antenna violations before repair | 10 |
| GPL Wtd Cong | about 0.93 |
| Setup_tns | 0 ns |
| Initial Util | 0.505 |
| Worst slew pin tran | 0.975 ns |
| Area of the mapped netlist | 80,300 sq um |
| Die height | 403 microns |
| Crit path time final | ~6.3 ns |
| Log Warnings | 26 |
| Hold Crit Depth | 5 |
| LEAKAGE | 28.3 nW |
| RSZ-0062 raised after global routing | no |
| DIE AREA | 162,000 sq um |
| Synth Area per Inst | slightly above 20 sq um |
| Worst Setup SP | address[1] |
| Via count | a little under 40k |
| Combinational Area | 17,300 sq um |
| TritonCTS clock tree | done |
| Layout cells sized above 1 | 0.223 |
| # port buffers | 26 |
| Worst setup EP type | flop |
| HPWL Detailed | 120,000 microns |
| # fillers | approximately 12k |
| Post-synth ARST share | 0 |
| Final hold viol count | 0 |
| Clk_skew | 0.0288 ns |
| Vias in the first global route | 42.4k |
| Site row count | around 150 |
| CORE AREA | 159,000 sq um |
| DRT antenna net count | 0 |
| Wire length of the first global-routing pass | 289,000 microns |
| Root Buffer | clkbuf_16 |
| Placement Cell Area | between 80,000 and 90,000 sq um |
| Clk sinks | 2,056 |
| Sequential cell area | 61,700 sq um |
| Post_cts resized | 0 |
| # Post-CTS Setup Buffers | 0 |
| Fin worst setup slack | 5.24 ns |
| Count of library flops with an enable pin | approximately 2.0k |
| Final Cell Area | 89,800 sq um |
| Most frequent logic cell in the layout | edfxtp_1 |
| Post-synthesis sequential area ratio | 0.768 |
| Worst R2R Start | memory[52][1] |
| Crit-path max FO | about 47 |
| DRC Markers | 0 |
| TritonCTS Buffers | 204 |
| Maxcap violations | 0 |
| Synth flops | 2,056 |
| Clk pin slew, worst setup/hold paths | 0.06 ns |
| Dpl ws | 4.41 ns |
| Hold WC Path Type | flop to flop |
| CP Data Required Time | 12.21 ns |
| Yosys cell count | 3,897 |
| Arrival @ worst endpoint | 6.97 ns |
| Die width | 403 microns |
| Chip Area, Yosys | 80,300 sq um |
| Outcome | finished, final reports clean |
| Yosys Warn Count | 1 |
| H-tree Lvls | 4 |
| DRT Wirelength | 198,000 microns |
| Hold Path Origin | memory[230][4] |
through the flow:
step                hold slack, ns  cells  total power [W]
finish                        1.04   6349           0.0152
global route                  1.10   6347           0.0157
CTS                           1.02   6343           0.0154
detailed placement            1.02   5967          0.00919
global placement              1.04   5967          0.00918
floorplan                    0.786   3897          0.00883
final timing paths:
| path | endpoint | slack, ns |
|---|---|---|
| setup / recovery | data_out[1] | 5.24 |
| hold / removal | data_out[4] | 1.04 |
| setup reg to reg | data_out[1] | 8.46 |
| hold reg to reg | data_out[4] | 1.04 |
where the power goes:
part | total [W] | internal, W | leakage [nW] | switching, W
logic | 0.000756 | 0.000254 | 6.82 | 0.000503
registers | 0.00827 | 0.00826 | 18.5 | 0.00000834
clock network | 0.00621 | 0.00348 | 3.05 | 0.00273
cells in the mapped netlist, types with 9 or more instances:
cell type,count,area share
nand2_1,71,0.0033
edfxtp_1,2048,0.77
o211ai_1,18,0.0017
buf_2,85,0.0053
mux2i_1,280,0.035
buf_8,10,0.0019
buf_4,22,0.0021
o21ai_0,50,0.0031
o22ai_1,36,0.0028
nand3_1,38,0.0024
nor2_1,251,0.012
nor3_1,65,0.0041
nor2b_1,24,0.0019
a211oi_1,22,0.0021
nand4_1,14,0.0011
buf_6,30,0.0042
a21oi_1,46,0.0029
clkbuf_1,91,0.0043
o2bb2ai_1,14,0.0015
and3_1,9,0.00070
a31oi_1,20,0.0016
mux4_2,414,0.12
mux2_2,21,0.0029
a22oi_1,86,0.0080
layer usage:
layer | wire [microns] | vias to the layer above | GRT usage
met5 | 333 | - | 0.0134
met4 | 5590 | 14 | 0.0620
met3 | 31700 | 328 | 0.194
met2 | 91900 | 2107 | 0.387
met1 | 68300 | 19629 | 0.408
li1 | - | 16659 | -
cell families (layout without fill, tap and decap cells):
group / count (synthesis) / after routing / share of synthesized area
AND-OR/OR-AND: 351 / 351 / 0.0301
buffers and inverters: 248 / 622 / 0.0182
flip-flops: 2056 / 2056 / 0.768
multiplexers: 715 / 715 / 0.154
other: 0 / 6 / 0
AND/OR/NAND/NOR: 527 / 527 / 0.0302
state kept, by name (all words and copies together) (netlist names):
signal,count
data_out,8
memory,2048
layout make-up:
class | count | area share
clock inverters | 111 | 0.00882
flip-flops and latches | 2056 | 0.687
inverters | 2 | 0.0000976
multi-input cells | 1593 | 0.192
clock buffers | 265 | 0.0606
well taps | 2072 | 0.0289
repair buffers | 244 | 0.0221
diodes | 6 | 0.000167
worst max-delay path: stages:
cell and delay, ns:
buf_8 0.35, buf_4 0.58, buf_4 0.53, buf_4 0.56, mux4_2 0.42, mux4_2 0.55, nor2b_1 0.19, nor4_1 0.85
buf_4 0.23, a21oi_1 0.05, and4_1 0.20
No activity file was given, so power comes from the tool's default toggle rates.
