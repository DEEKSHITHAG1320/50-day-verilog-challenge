==> design.v <==
`timescale 1ns / 1ps
module REGISTER_FILE(
    input clk,
    input reset,
    input regWrite,
    input [4:0] readReg1,
    input [4:0] readReg2,
    input [4:0] writeReg,
    input [31:0] writeData,
    output [31:0] readData1,
    output [31:0] readData2
    );
    reg [31:0] registers [31:0];
    integer i;
    assign readData1 = registers[readReg1];
    assign readData2 = registers[readReg2];
    always @ (posedge clk or posedge reset) begin
        if (reset) begin
         for (i=0; i < 32; i=i+1) begin
          registers[i] <= 32'b0;
         end
        end else if(regWrite) 
    begin
    if(writeReg != 5'b0)
    registers[writeReg] <= writeData;
    end
    end
endmodule
==> run.sh <==
#!/bin/bash
# OpenROAD 26Q1-2900-gdf79404cd8, Yosys 0.63+post, stock flow scripts
make -C /OpenROAD-flow-scripts/flow DESIGN_CONFIG=/design/flow/config.mk WORK_HOME=/design/flow/orfs finish
==> config.mk <==
export PLATFORM = sky130hd
export DESIGN_NAME = REGISTER_FILE
export DESIGN_NICKNAME = REGISTER_FILE
export VERILOG_FILES = /design/flow/design.v
export SDC_FILE = /design/flow/constraint.sdc
export NUM_CORES = 4
export LEC_CHECK = 1
export CORE_UTILIZATION = 50
==> constraint.sdc <==
current_design REGISTER_FILE

set clk_period 11.9
set clk_io_pct 0.2

create_clock -name clk0 -period $clk_period [get_ports {clk}]

set non_clock_inputs [all_inputs -no_clocks]
set_input_delay [expr $clk_period * $clk_io_pct] -clock clk0 $non_clock_inputs
set_output_delay [expr $clk_period * $clk_io_pct] -clock clk0 [all_outputs]
==> flow_metrics.py <==
# Physical implementation metrics
metrics = {
    "worst_setup_path": {
        "path_common_cell": "sky130_fd_sc_hd__buf_4",
        "crit_chain": "buf_2 -> buf_4 -> nand2b_1 -> nor2_4 -> buf_4 -> a22o_1 -> a211o_1 -> a2111oi_0 -> a21oi_1 -> clkdlybuf4s50_1",
        "arrival_ns": 6.92,
        "slowest_stage": "sky130_fd_sc_hd__nor2_4",
        "critical_path.max_stage_delay_ns": 0.98,
        "critical_path.endpoint_type": "output port",
        "timing.setup.critical_path_class": "input port to output port",
        "timing.critical_path.from_type": "input port",
        "cpLargestDelayFamily": "buffers and inverters",
        "cp_num_buf_inv": 4,
        "worst_ep_required_time_ns": 9.52,
        "cp_max_fo": 24,
    },
    "yosys": {
        "synth_cells": 4384,
        "synth.top_cell.area_share_pct": 50.0,
        "numSynthFlops": 1024,
        "syn_avg_cell_area_um2": 11.7,
        "postSynthSeqShare_pct": 50.0,
        "netlist_area_um2": 51200,
        "yosys_cells": 4384,
        "synth_top_flop_cell": "sky130_fd_sc_hd__dfrtp_1",
        "netlist_top_cells_area": "sky130_fd_sc_hd__dfrtp_1 (50%), sky130_fd_sc_hd__mux2_2 (22%), sky130_fd_sc_hd__a22oi_1 (11%)",
        "synthDominantAreaCellType": "sky130_fd_sc_hd__dfrtp_1",
        "yosys_warnings": 2,
        "yosys_area_um2": 51200,
        "postSynth.asyncResetShare_pct": 100,
        "synth_cell_type_count": 65,
        "enable_flop_cells": 0,
    },
    "layout": {
        "reg.largest.list": "registers x1024",
        "top_register": "registers",
        "final_cell_count_no_fill": 5867,
        "layout.cells.most_common_list": "sky130_fd_sc_hd__dfrtp_1 (1024), sky130_fd_sc_hd__mux2_2 (992), sky130_fd_sc_hd__a22oi_1 (756), sky130_fd_sc_hd__nand2_1 (236), sky130_fd_sc_hd__buf_4 (225)",
        "largest_register_ff_count": 1024,
        "final_cell_area_um2": 58200,
        "nFillCells": 8468,
        "layout.core_utilization_pct": 57.3,
        "final_layout_size_suffix_gt1_share_pct": 33.7,
        "most_common_library_cell_in_the_layout_ignoring_fill_and_taps": "sky130_fd_sc_hd__dfrtp_1",
        "flow.area_growth_from_synthesis_pct": 13.7,
    },
    "power": {
        "power.share.sequential_pct": 48.5,
        "power.total_mw": 9.89,
        "powerDensity_nw_per_um2": 170,
        "share_clk_of_total_power_pct": 37.0,
        "power_switching_mw": 2.84,
        "internal_power_mw": 7.05,
        "power_frac_comb_pct": 14.4,
        "power_leakage_nw": 25.5,
        "power.share.switching_pct": 28.7,
        "irDropWorstVdd_mv": 0.131,
    },
    "detailed_routing": {
        "drt-initial-drc-count": 6117,
        "postRouteWirelength_um": 266000,
        "drt-pass1-iter-count": 11,
        "drt.antenna.violating_nets": 0,
        "vias_after_detailed_routing": 45490,
        "vias_per_cell": 7.75,
        "drcViolationCount": 0,
        "wl_per_instance_um": 45.3,
    },
    "final_timing": {
        "slew_headroom_pct": 20.0,
        "timing.setup.tns_ns": 0,
        "fmax_mhz": 108,
        "finalSetupViolCount": 0,
        "grt_setup_unrepaired": "no",
        "timing.clock.skew_ns": 0,
        "finalClockPeriodUsage_pct": 78.2,
        "period_needed_ns": 9.30,
        "tightest_slew_ns": 1.20,
        "final-max-slew-violation-count": 0,
        "final_hold_viol_count": 0,
    },
    "cts": {
        "cts_buffers": 110,
        "tritoncts_num_sinks": 1024,
        "clk_pin_slew_ns": 0.06,
        "ctsHoldBuffers": 0,
        "clock_path_buffers": 3,
        "cts_resized": 0,
        "post-cts-setup-buffer-count": 0,
        "cts.root.buffer_cell": "sky130_fd_sc_hd__clkbuf_16",
        "htree_levels": 3,
        "tritoncts": "done",
        "worst_skew_pair.late_latency_ns": 0.71,
    },
    "floorplanning": {
        "initCoreUtil_pct": 50.4,
        "floorplan.io_pins": 114,
        "dieArea_um2": 104000,
        "fp.dieH_um": 322,
        "dieWidth_um": 322,
        "area_of_the_core_um2": 102000,
        "rows": 117,
    },
    "hold_path": {
        "timing.hold.worst.class": "flip-flop to flip-flop",
    },
    "global_route": {
        "grt_first_pass_wirelength_um": 361000,
        "grt_antenna_before_repair": 23,
        "globalRouteTotalUtil_pct": 54.0,
        "grt_max_degree": 114,
        "overflow": 0,
        "grt_pass1_vias": 43751,
    },
    "status": {
        "run_status": "finished, final reports clean",
    },
    "placed_design": {
        "port_buffers": 113,
        "detailed_place.area_um2": 54300,
        "dpl.cell_count": 5645,
        "globalplace.congestion": 1.08,
        "dp.final_hpwl_um": 158000,
    },
    "flow_run": {
        "warnings": 33,
        "cap_viol_max_count": 0,
    },
}
-- metal layers --
metal,wire length (µm),global-route usage [%],up-vias
li1,-,-,16774
met5,394,3.12,-
met4,25900,35.5,32
met1,89300,67.4,22499
met3,49500,37.4,1687
met2,101000,67.1,4498
-- power by group through the flow --
stage	combinational (mW)	sequential [mW]	clock (mW)
global route	1.50	4.85	3.80
CTS	1.39	4.76	3.67
finish	1.43	4.80	3.66
-- synth_stat cells (all sizes together), types with 14 or more instances --
master,number
a22oi,756
buf,225
dfrtp,1024
a32oi,19
nor2b,14
nor3,80
a22o,34
nand4,92
nand3,57
o21ai,31
nor4,31
nor2,178
a222oi,24
a21oi,86
mux2,1009
mux2i,56
a221oi,20
nand2,251
clkbuf,220
-- through the flow --
stage / hold WS (ns) / setup WS, ns
6_report: 0.401 / 2.60
5_1_grt: 0.414 / 2.85
4_1_cts: 0.405 / 2.91
3_5_place_dp: 0.390 / 2.94
3_3_place_gp: 0.388 / 2.95
2_1_floorplan: 0.451 / -4.59
-- final timing paths --
path,from,end,slack (ns),cells past startpoint
setup / recovery,readReg2[4],readData2[4],2.60,10
hold / removal,registers[0][27],registers[0][27],0.40,0
setup reg to reg,registers[18][27],registers[18][27],10.99,1
hold reg to reg,registers[0][27],registers[0][27],0.40,0
max in group asynchronous,reset,registers[14][16],7.16,6
min in group asynchronous,reset,registers[17][29],2.17,3
-- cells by family after synthesis --
kind of cell | count (synthesis) | share of synthesized area (%)
compound gates | 1060 | 15.4
simple gates | 782 | 7.49
buf+inv | 453 | 3.80
mux | 1065 | 23.3
flops | 1024 | 50.0
-- cell type report --
type                            count  area, µm²  area share (%)
Inverter                            8       33.8          0.0580
Tap cell                         1368       1710            2.94
Clock inverter                     42        599            1.03
Timing Repair Buffer              338       2790            4.78
Antenna cell                       25       62.6           0.107
Multi-Input combinational cell   2907      24200            41.5
Clock buffer                      155       3210            5.52
Sequential cell                  1024      25600            44.0
Power figures rest on the tool's default switching activity, not on a simulated workload.
