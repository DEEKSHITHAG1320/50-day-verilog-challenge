==> ./design.v <==
`timescale 1ns / 1ps
module nor_flash_memory (
    input wire clk,
    input wire we,   
    input wire re,   
    input wire [7:0] address,
    input wire [7:0] data_in,
    output reg [7:0] data_out
);
    reg [7:0] memory [255:0];
    integer i;
    initial begin
        data_out = 8'b0;
        for (i = 0; i < 256; i = i + 1) begin
            memory[i] = 8'b0;
        end
    end
    always @(posedge clk) begin
        if (we) begin
            memory[address] <= data_in;
        end
    end
    always @(posedge clk) begin
        if (re) begin
            data_out <= memory[address];
        end else begin
            data_out <= 8'b0;
        end
    end
endmodule
==> ./run.sh <==
#!/bin/bash
# OpenROAD 26Q1-2900-gdf79404cd8, Yosys 0.63+post, stock flow scripts
make -C /OpenROAD-flow-scripts/flow DESIGN_CONFIG=/design/flow/config.mk WORK_HOME=/design/flow/orfs finish
==> ./config.mk <==
export PLATFORM = sky130hd
export DESIGN_NAME = nor_flash_memory
export DESIGN_NICKNAME = nor_flash_memory
export VERILOG_FILES = /design/flow/design.v
export SDC_FILE = /design/flow/constraint.sdc
export NUM_CORES = 4
export LEC_CHECK = 1
export CORE_UTILIZATION = 40
==> ./constraint.sdc <==
current_design nor_flash_memory

set clk_period 11.5
set clk_io_pct 0.2

create_clock -name clk0 -period $clk_period [get_ports {clk}]

set non_clock_inputs [all_inputs -no_clocks]
set_input_delay [expr $clk_period * $clk_io_pct] -clock clk0 $non_clock_inputs
set_output_delay [expr $clk_period * $clk_io_pct] -clock clk0 [all_outputs]
==> notes.md <==
flow finished, numbers: outcome completed, Port Buf Inserts 26, Cell Area, Synth around 80000 sq um, Die X 450 microns, final non-filler cell total between 6k and 7k, ranking of synthesized cells by area edfxtp_1, mux4_2, mux2i_1, hold_buf cts 0, GR peak layer met2, core area 200000 sq um, yosys cell count about 4k, cell accounting for the most synthesized area edfxtp_1, Crit path depth 9, Registers, synthesis roughly 2.1k, synthesized instance count approximately 3.9k, Compound Share, Synth 0.0301, CTS buffer count 204, Max stage delay on crit path approximately 1.1 ns, Overall Power about 15 mW, Commonest cells post-synth edfxtp_1, mux4_2, mux2i_1, Worst Path Arrival between 6 and 7 ns, CP endpoint data_out[4], Post-CTS Setup Bufs 0, FMAX 167 MHz, Log Warnings 29, Hold Path Class reg -> reg, Worst R2R Setup Slack 8.05 ns, Ys Warns 1, Worst setup EP type register, Power Density roughly 170 nW/um^2, yosys stat area around 80000 sq um, Critical Path Start address[1], dpl cell area 83900 sq um, MUX area fraction 0.154, DIE HEIGHT about 450 microns, crit share post-route 0.520, CP Max Fanout ~60, crit-path cells buf_8, buf_4, buf_4, mux4_2, a22oi_1, a21oi_1, nor3_1, a22oi_1, and4_1, number of cells on the worst reg-to-reg path 6, Basic Gates by Area 0.0302, Buffers & Inverters on Critical Path 3, total grt overflow 0, Post-synth ARST share 0, crit path launch type input pin, placer congestion estimate 0.902, worst-margin pin slew 1.39 ns, min Tclk post-route 5.98 ns, pin count of the biggest net entering global routing ~120, RSZ-0062 raised after global routing false, # clock sinks around 2.1k, I/O pin count 27, P&R area growth vs syn 12.4%, Top logic family multiplexers, DR WL/cell slightly below 30 microns, RR Endpoint data_out[4], post-DP HPWL roughly 120 mm, leakage power ~28 nW, Iteration-0 DRC Markers about 2.7k, CTS tree yes, Final Slew Violations 0, Vias/cell between 5 and 6, Placed Instances 6508, Final Skew approximately 0.035 ns, Resized cells post-CTS 0, Crit path max-delay family buffers and inverters, initial antenna violation count 1, post-synth top area share 0.766, Root Buffer clkbuf_16, final instance area approximately 90000 sq um, overall routing resource usage 0.220, worst endpoint required time about 12 ns, adder share 0, met2 Usage GRT 0.324, vias in the first global route approximately 43k, relative slew slack 0.0635, EDFF count, synth between 2k and 2.5k, H-tree depth 4, met1 usage 0.277, setup total negative slack 0 ns, Setup Crit Path Kind in -> reg, # setup viols final 0, Worst-path clk slew roughly 0.060 ns, Fin. Hold Viols 0, share of layout cells above drive strength 1 0.217, Seq/Total Area, Yosys 0.768, syn avg cell area roughly 21 sq um, Layout fillers about 16k, via count 38.9k, Final ANT Viol Nets 0, first-pass GRT wire length 293 mm, clk buf depth 3, met3 GRT Util 0.149, starting density of the core 0.402, Synth Area in XOR/XNOR 0, Main synth FF type edfxtp_1, max cap viols 0, slowest CP cell nor3_1, DRC 0, Insertion Delay late pin about 0.83 ns, synth unique cells 59, 1st-pass router iterations 6, most frequent cell after synthesis edfxtp_1, VDD IR max 0.000137 V, RR Startpoint memory[63][4], Site Rows between 150 and 200, worst hold slack ~1.0 ns, DRT Wirelength between 200 and 250 mm, area of the chip approximately 200000 sq um
==> per-layer routing <==
| metal | vias to the layer above | routed length (microns) |
|---|---|---|
| li1 | 16545 | - |
| met2 | 2162 | 95600 |
| met3 | 379 | 30600 |
| met4 | 6 | 7360 |
| met1 | 19769 | 67700 |
| met5 | - | 209 |
==> tightest hold or removal path, cell delays in order, from the launching register on <==
cell and delay [ns]:
edfxtp_1 0.32, mux2i_1 0.07, o2111ai_1 0.17, nor3_1 0.08
o21ai_0 0.15, and4_1 0.21
==> layout by cell type (no fill, tap or decap), types with 7 or more instances in the layout <==
cell type,count
nand3_1,38
nand4_1,14
edfxtp_1,2048
and3_1,9
o2bb2ai_1,14
o311ai_0,7
o2111ai_1,8
a22oi_1,86
a31oi_1,20
buf_4,172
clkinv_1,49
nor2_1,248
dfxtp_1,8
bufinv_16,10
clkbuf_1,49
o211ai_1,18
o22ai_1,36
nor3_1,65
nor4_1,7
mux2i_1,280
clkinvlp_4,8
nand2b_1,8
nor2b_1,20
a21oi_1,46
mux2_2,21
clkinv_2,39
clkdlybuf4s50_1,12
clkbuf_16,206
o21ai_0,50
mux4_2,414
nand2_1,71
a211oi_1,22
buf_8,10
==> layout make-up <==
cell class	instances	area, sq um	area share
sequential	2056	61700	0.683
multi-input combinational	1593	17200	0.191
clock buffer	256	5350	0.0593
tap	2656	3320	0.0368
timing repair buffer	201	1700	0.0188
clock inverter	122	1040	0.0115
inverter	2	8.76	0.0000970
antenna	1	2.50	0.0000277
==> logic make-up (layout without fill, tap and decap cells) <==
kind of cell	after synthesis	count (layout)
muxes	715	715
other	0	1
AOI/OAI and AO/OA	351	351
DFF	2056	2056
buffers and inverters	248	581
and+or+nand+nor	527	527
==> sequential cells by signal (all words and copies together), names as in the netlist <==
| signal | cells |
|---|---|
| memory | 2048 |
| data_out | 8 |
==> worst min-delay path by stage <==
stage         startpoint     endpoint  slack [ns]  depth (start not counted)
4_1_cts   memory[231][7]  data_out[7]        1.02                          5
5_1_grt    memory[71][7]  data_out[7]        1.08                          5
6_report  memory[231][1]  data_out[1]        1.03                          5
==> through the flow <==
stage	worst slack, ns	util
6_report	5.52	0.452
5_1_grt	5.48	0.452
4_1_cts	5.75	0.452
3_5_place_dp	4.86	0.420
3_3_place_gp	4.78	0.420
2_1_floorplan	6.53	-
==> power breakdown <==
group	switching, mW	internal (mW)
clock network	2.82	3.54
logic	0.499	0.249
registers	0.0123	8.26
Power and IR drop assume default switching activity.
