--- ./run.sh ---
#!/bin/bash
# OpenROAD 26Q1-2900-gdf79404cd8, Yosys 0.63+post, stock flow scripts
make -C /OpenROAD-flow-scripts/flow DESIGN_CONFIG=/design/flow/config.mk WORK_HOME=/design/flow/orfs finish
--- ./config.mk ---
export PLATFORM = sky130hd
export DESIGN_NAME = page_mode_dram
export DESIGN_NICKNAME = page_mode_dram
export VERILOG_FILES = /design/flow/design.v
export SDC_FILE = /design/flow/constraint.sdc
export NUM_CORES = 4
export LEC_CHECK = 1
export CORE_UTILIZATION = 50
--- ./constraint.sdc ---
current_design page_mode_dram

set clk_period 3.5
set clk_io_pct 0.2

create_clock -name clk0 -period $clk_period [get_ports {clk}]

set non_clock_inputs [all_inputs -no_clocks]
set_input_delay [expr $clk_period * $clk_io_pct] -clock clk0 $non_clock_inputs
set_output_delay [expr $clk_period * $clk_io_pct] -clock clk0 [all_outputs]
--- ./design.v ---
`timescale 1ns / 1ps
module page_mode_dram (
    input wire clk,
    input wire cs,  
    input wire we,  
    input wire [3:0] row,  
    input wire [3:0] col,  
    input wire [7:0] data_in,  
    output reg [7:0] data_out  
);
    reg [7:0] memory [15:0][15:0];  
    always @(posedge clk) begin
        if (cs) begin
            if (we) begin
                memory[row][col] <= data_in;  
            end else begin
                data_out <= memory[row][col];  
            end
        end
    end
    always @(negedge cs or posedge clk) begin
        if (!cs) begin
            data_out <= 8'h00;  
        end else if (!we) begin
            data_out <= memory[row][col];  
        end
    end
endmodule
==> results.sh <==
# source this file to load flow results
export IMPL_status="stopped before the end"
export IMPL_haltStage="synthesis"
export IMPL_error="ERROR: Found 8 problems in 'check -assert'."
export IMPL_seq_area_frac_synth=0.769
export IMPL_ys_sh_simple=0.0262
export IMPL_synth_edff_count=2056
export IMPL_synthAoiAreaFrac=0.0223
export IMPL_ys_types=50
export IMPL_ys_area_mm2=0.0805
export IMPL_ff_type="edfxtp_1"
export IMPL_synth_adder_area_share=0
export IMPL_async_flop_share=0.00388
export IMPL_synthTopCellsByArea="edfxtp_1, mux4_2, mux2i_1"
export IMPL_top_cell_area_share=0.767
export IMPL_ys_cells=3732
export IMPL_yosysWarnings=1
export IMPL_synth_xor_area_share=0
export IMPL_logic_family="multiplexers"
export IMPL_synth_flops=2064
export IMPL_yosys_area_top_type="edfxtp_1"
export IMPL_ys_sh_mux=0.164
synthesized netlist by cell type (all sizes together), types with 2 or more instances:
cell       n
edfxtp  2056
a31oi     11
nor4      12
nand3     34
nand2     69
and3       8
a211oi     6
nand3b     4
mux2i    177
o22ai     35
o31ai      8
a22o       7
mux4     498
or3b       2
inv        4
o211ai    11
nand4     11
a221o      4
buf      146
o21ai     25
nor2b     35
o41ai      2
a22oi     72
nand2b    12
nor2     282
mux2      15
a21oi     43
o22a      12
nor3       6
o221ai    10
o2111a     3
dfrtp      8
clkbuf    84
a41oi      7
and2       5
kinds of logic after synthesis:
logic type	count (synthesis)
flops	2064
mux	690
simple gates	484
compound gates	260
buf+inv	234
