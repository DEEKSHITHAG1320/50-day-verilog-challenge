`design/flow/design.v`:
```
`timescale 1ns / 1ps
module APB_SLAVE (
    input  wire        PCLK,      
    input  wire        PRESETn,   
    input  wire        PSEL,      
    input  wire        PENABLE,   
    input  wire        PWRITE,    
    input  wire [31:0] PADDR,     
    input  wire [31:0] PWDATA,    
    output reg  [31:0] PRDATA,    
    output reg         PREADY,    
    output reg  [1:0]  PSLVERR    
);
    reg [31:0] memory [0:255];  
    always @(posedge PCLK or negedge PRESETn) begin
        if (!PRESETn) begin
            PRDATA   <= 32'd0;
            PREADY   <= 1'b0;
            PSLVERR  <= 2'b00;
        end else begin
            PREADY <= 1'b0;
            PSLVERR <= 2'b00;
            if (PSEL && PENABLE) begin
                PREADY <= 1'b1;
                if (PWRITE) begin
                    if (PADDR[31:8] == 24'h400000) begin
                        memory[PADDR[7:0]] <= PWDATA;
                    end else begin
                        PSLVERR <= 2'b01;
                    end
                end else begin
                    if (PADDR[31:8] == 24'h400000) begin
                        PRDATA <= memory[PADDR[7:0]];
                    end else begin
                        PSLVERR <= 2'b10;
                    end
                end
            end
        end
    end
endmodule
```
`design/flow/run.sh`:
```
#!/bin/bash
# OpenROAD 26Q1-2900-gdf79404cd8, Yosys 0.63+post, stock flow scripts
make -C /OpenROAD-flow-scripts/flow DESIGN_CONFIG=/design/flow/config.mk WORK_HOME=/design/flow/orfs finish
```
`design/flow/config.mk`:
```
export PLATFORM = sky130hd
export DESIGN_NAME = APB_SLAVE
export DESIGN_NICKNAME = APB_SLAVE
export VERILOG_FILES = /design/flow/design.v
export SDC_FILE = /design/flow/constraint.sdc
export NUM_CORES = 4
export LEC_CHECK = 1
export CORE_UTILIZATION = 30
```
`design/flow/constraint.sdc`:
```
current_design APB_SLAVE

set clk_period 2.9
set clk_io_pct 0.2

create_clock -name clk0 -period $clk_period [get_ports {PCLK}]

set non_clock_inputs [all_inputs -no_clocks]
set_input_delay [expr $clk_period * $clk_io_pct] -clock clk0 $non_clock_inputs
set_output_delay [expr $clk_period * $clk_io_pct] -clock clk0 [all_outputs]
```
==> out/metrics.yaml <==
worst_setup_path:
  crit_buf_inv: 7
  end_kind: "flip-flop"
  cp_slowest_stage_delay_ps: 1270
  cp.required_ps: 3890
  cp.arrival_ps: 4960
  worst_path_most_repeated_cell: "buf_4"
  crit_path_cell_trace: "buf_16 -> buf_16 -> buf_4 -> or4b_4 -> buf_4 -> buf_6 -> o22ai_2 -> nor4_2 -> buf_4 -> nand4_1 -> nor4_4 -> clkbuf_16 -> a31oi_4"
  slowest_stage: "nand4_1"
  start_kind: "input port"
  crit_type: "in2reg"
  critPathTopFamily: "simple AND/OR/NAND/NOR gates"
  path_max_fanout: 13
logic_synthesis:
  yosys_cells: 17300
  largest_area_cell: "edfxtp_1"
  yosysUniqueCellTypes: 63
  syn_area_per_cell_um2: 17.5
  edf_count: 8192
  synthArstFlopShare_pct: 0.425
  synth_cells: 17300
  yosys_warnings: 2
  numSynthFlops: 8227
  top_area_share_pct: 81.2
  syn_area_um2: 303000
  synth_top_flop_cell: "edfxtp_1"
  ys_area_um2: 303000
  post_synth_main_area_contributors: "edfxtp_1 (81%), a22oi_1 (6.3%), nand3_1 (2.0%), and3_1 (1.3%), nand4_1 (1.0%)"
  seq_area_frac_synth_pct: 81.5
layout:
  areaGrowthSynthToFinish_pct: 35.4
  drive_above_1_share_pct: 30.6
  nFillCells: 88400
run:
  tool_warnings: 30
  maxCapViolations: 1
route:
  routed-via-count: 211000
  drc: 0
  via_per_inst: 5.89
  wl_per_cell_um: 54.0
  drt_iter0_markers: 21000
  first_pass_iters: 24
  wirelength_um: 1940000
  drtAntennaViolNets: 0
timing:
  rsz0062_at_grt: "true"
  max_slew.worst_pin.slew_ps: 1660
  clock.fmax_mhz: 252
  fin_hold_ws_ps: -8.52
  setup_slack_ps: -1070
  relSlewSlack_pct: -11.3
  hold_viol: 8
  finalCritPeriodShare_pct: 137
  setup_viol: 74
  drv_slew: 2
  skew_ps: 158
  period_minus_slack_ps: 3970
clock_network:
  clock_sinks: 8227
  ctsRootBufferMaster: "clkbuf_16"
  cts_made_buffers: 876
  htree_levels: 6
  cts_tree: "done"
  clkTransAtPathRegs_ps: 70
  clk_path_buf_depth: 5
  clock_latency_ps: 1200
floorplanning:
  ios: 104
  fp-row-count: 368
  die_height_um: 1010
  die_area_um2: 1010000
  die_w_um: 1010
  core-area_um2: 1010000
  floorplan.core_util_pct: 30.1
placed_design:
  place_worst_setup_slack_ps: -3200
  hpwl_um: 1440000
  gp_congestion: 1.12
  port_buffers: 103
status:
  status: "finished with violations"
  violations: "hold timing, capacitance limit, slew limit, setup timing"
power:
  vdd_drop_max_mv: 0.607
  power.leakage_nw: 137
  seqPwrFrac_pct: 51.3
  cellInternalPower_mw: 198
  power_per_cell_area_nw_per_um2: 621
  power_frac_clock_pct: 44.6
  p_sw_mw: 57.2
  p_comb_share_pct: 4.1
  p_sw_share_pct: 22.4
global_route:
  grt.overflow.total: 0
  grtUsageTotal_pct: 40.5
  grt_max_degree: 100
  antenna_found_initial: 247
  grt_pass1_wl_um: 2390000
  grt_pass1_vias: 212000
worst_hold_path:
  hp-class: "in2reg"
Yosys cell counts, drive strengths merged (3+ instances only):
master and count:
nand4b 10, o221a 3, nand3 1233, nor4b 17
o2111ai 8, nand4 502, nor4bb 14, o22ai 276
and4b 11, a31oi 11, or3 38, nor2 338
nand2 327, a32o 18, clkbuf 620, o31a 3
a221oi 60, o211ai 28, edfxtp 8192, or4b 14
a2111oi 212, nor4 272, o22a 32, nor3 277
buf 603, a22oi 2550, and4 31, and3 635
o221ai 16, a221o 8, nand4bb 11, or4 77
a22o 229, dfrtp 35, a32oi 43, a21oi 326
o21a 4, a222oi 127, o21ai 56
routing by layer:
metal,vias to the layer above,routed length [µm],GRT usage (%)
li1,81700,-,-
met1,106000,530000,38.1
met2,19100,759000,50.6
met3,4806,425000,39.5
met4,314,202000,30.8
met5,-,21100,14.7
cells by family (layout without fill, tap and decap cells):
family	count (synthesis)	in the layout	share of synthesized area, %
other	0	298	0
AND/OR/NAND/NOR	3811	3811	6.89
buffers and inverters	1224	6204	1.75
flip-flops	8227	8227	81.5
AND-OR/OR-AND	4016	4016	9.90
state kept, by name, summed over array words and instances, names as in the netlist:
signal and flops:
PSLVERR 2, PRDATA 32, PREADY 1, memory 8192
power groups by stage:
stage | registers [mW] | logic, mW | clock network [mW]
after CTS | 131 | 9.66 | 114
after global routing | 131 | 10.3 | 118
final | 131 | 10.4 | 114
per-stage QoR:
stage	power, mW	util (%)	instances	area [µm²]	setup TNS, ps
global route	259	40.8	35700	410000	-11490
CTS	254	40.2	35400	404000	-13750
global placement	142	36.8	33600	370000	-8442500
finish	255	40.8	35900	410000	-14280
floorplan	135	-	17300	306000	-5464490
detailed placement	142	36.8	33600	370000	-7778050
path summary, 6_finish.rpt:
| check | slack (ps) | depth (start not counted) | end | startpoint |
|---|---|---|---|---|
| setup / recovery | -1070 | 13 | PRDATA[2] | PADDR[4] |
| hold / removal | -9 | 1 | memory[170][29] | PWDATA[29] |
| setup reg to reg | -890 | 8 | PRDATA[22] | memory[182][22] |
| hold reg to reg | 600 | 2 | PRDATA[8] | memory[0][8] |
| max in group asynchronous | 980 | 6 | PRDATA[27] | PRESETn |
| min in group asynchronous | 410 | 4 | PREADY | PRESETn |
cells in the final DEF (no fill, tap or decap), types with 71 or more instances in the layout:
master	n
nor4_1	129
nor2_1	126
nand2_1	323
nor4_2	71
diode_2	298
a22oi_1	2438
buf_8	97
nand4_1	501
bufinv_16	93
nor4_4	72
buf_4	2506
clkbuf_16	903
a22oi_2	112
clkbuf_1	155
clkinv_2	178
clkinv_1	199
nor3_4	243
a22o_1	225
buf_6	204
nand3_1	1204
a2111oi_0	103
edfxtp_1	8192
o22ai_1	263
buf_12	1615
a21oi_1	303
nor2_4	145
and3_1	617
a222oi_1	127
repair_timing:
action | 4_1_cts | 5_1_grt
hold buffers | 26 | 2
hold endpoints to repair | 476 | 4
gates cloned | 19 | 18
setup endpoints to repair | 282 | 133
gates resized | 725 | 720
setup buffers | 178 | 218
pin swaps | 165 | 300
worst register-to-register path, stage by stage, from the launching register on:
cell	delay, ps
edfxtp_1	360
a22oi_1	220
a21oi_2	130
or4_4	680
nor4_4	410
buf_4	200
nand4_1	930
buf_4	540
o221a_1	220
layout make-up:
cell class	count	area, µm²	area share [%]
antenna	298	746	0.182
tap	13300	16700	4.06
multi-input combinational	7827	59300	14.5
clock inverter	554	5750	1.40
sequential	8227	247000	60.1
inverter	1	3.75	0.000914
timing repair buffer	4608	58400	14.2
clock buffer	1041	22700	5.53
Power and IR drop assume default switching activity.
